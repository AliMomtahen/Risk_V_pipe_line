<file path="/design/flow/design.v">
module reg_file(A1,A2,A3,RD1,RD2,WE3,WD3,clk,rst);
	parameter reg_size = 32,regs_num = 32;
	input clk,WE3,rst;
	input [4:0] A1,A2,A3;
	input [31:0] WD3;
	output reg [reg_size-1:0]  RD1,RD2;
	reg [reg_size-1:0] mem [0:regs_num-1] ;	
	assign RD1 = mem[A1];	
	assign RD2 = mem[A2];		
	always@(posedge clk)begin
		if (rst) begin: ClrMem
            integer i;
            for (i = 0; i < regs_num; i = i + 1) begin
                mem[i] <= 32'b0;
            end
        end
		else begin
			if(WE3)
				if(A3 != 5'b0)
					mem[A3] = WD3;
		end
	end
endmodule
</file>
<file path="/design/flow/constraint.sdc">
current_design reg_file

set clk_period 15.8
set clk_io_pct 0.2

create_clock -name clk0 -period $clk_period [get_ports {clk}]

set non_clock_inputs [all_inputs -no_clocks]
set_input_delay [expr $clk_period * $clk_io_pct] -clock clk0 $non_clock_inputs
set_output_delay [expr $clk_period * $clk_io_pct] -clock clk0 [all_outputs]
</file>
<file path="/design/flow/run.sh">
#!/bin/bash
# OpenROAD 26Q1-2900-gdf79404cd8, Yosys 0.63+post, stock flow scripts
make -C /OpenROAD-flow-scripts/flow DESIGN_CONFIG=/design/flow/config.mk WORK_HOME=/design/flow/orfs finish
</file>
<file path="/design/flow/config.mk">
export PLATFORM = sky130hd
export DESIGN_NAME = reg_file
export DESIGN_NICKNAME = reg_file
export VERILOG_FILES = /design/flow/design.v
export SDC_FILE = /design/flow/constraint.sdc
export NUM_CORES = 4
export LEC_CHECK = 1
export CORE_UTILIZATION = 50
</file>
==> flow_summary.json <==
{
  "core_area_mm2": 0.111,
  "critPathRequiredTime_ns": 12.64,
  "critPathMaxFanout": 33,
  "initCoreUtil": 0.504,
  "synth.avg_cell_area_um2": 12.1,
  "htree_levels": 3,
  "largest_reg_flops": 1024,
  "path_cells": "clkdlybuf4s50_1 -> nor2_4 -> buf_4 -> buf_4 -> a22o_1 -> nor3_1 -> a31oi_1 -> nand3_1 -> clkdlybuf4s50_1",
  "cp_slowest_cell": "buf_4",
  "clock-sinks": 1024,
  "synth_top_area_share": 0.550,
  "dp_hpwl_mm": 107,
  "cts_buffers": 115,
  "tns_ns": 0,
  "synthTopCellsByCount": "1024 x edfxtp_1, 1024 x mux2i_1, 994 x and2_1",
  "cellLeakagePower_nw": 24.0,
  "ys_warn_count": 3,
  "hold_class": "primary input to flip-flop",
  "final.setup.worst_slack_ns": 5.49,
  "holdBufCountCts": 0,
  "nFillCells": 9121,
  "cts_setup_buffers": 0,
  "worstSetupEndpointType": "output port",
  "edf_count": 1024,
  "fin_util": 0.558,
  "critPathArrivalTime_ns": 7.15,
  "io_buffers": 113,
  "grt_antenna_before_repair": 7,
  "grt_pass1_vias": 38262,
  "gr-usage-all-layers": 0.381,
  "wirelength_mm": 197,
  "cts_tree": "built",
  "yosys_most_used_dff": "edfxtp_1",
  "synth_area_mm2": 0.0559,
  "relSlewSlack": 0.271,
  "finalMaxSlewViolations": 0,
  "cts_resized": 0,
  "fmax_ghz": 0.0970,
  "detailedPlace.worstSlack_ns": 5.60,
  "rsz0062_at_grt": "no",
  "setup_violations": 0,
  "area_growth_pct": 10.6,
  "path_buffers": 4,
  "top_regs": "mem: 1024 flops",
  "yosys.area.top_type": "edfxtp_1",
  "status": "finished clean",
  "max_stage_delay_ns": 0.68,
  "ys_types": 29,
  "cp-start-kind": "primary input",
  "cts_root_buf": "clkbuf_16",
  "finalHoldViolCount": 0,
  "postSynth.asyncResetShare": 0,
  "path_delay_family": "buffers and inverters",
  "die_y_um": 336,
  "warnings": 26,
  "clk_pin_slew_worst_paths_ns": 0.06,
  "wl_per_cell_um": 32.0,
  "powerDensity_mw_per_mm2": 106,
  "rows": 122,
  "drc_errors": 0,
  "dieArea_mm2": 0.113,
  "num_vias": 38213,
  "p_total_mw": 6.55,
  "ys_cells": 4605,
  "ios": 114,
  "tightest_slew_ns": 1.09,
  "gp_congestion": 0.899,
  "post_route_cells_drive_above_1_share": 0.0839,
  "yosys_area_mm2": 0.0559,
  "critical_path_class": "primary input to output port",
  "drv_cap": 0,
  "period_used_share": 0.652,
  "top_cells_by_area": "edfxtp_1 55%, mux2i_1 18%, and2_1 11%, a22oi_1 2.6%, a22o_1 2.0%",
  "postRouteAntennaNets": 0,
  "grt_pass1_wl_mm": 277,
  "synth_cells": 4605,
  "dr.pass1.iters": 7,
  "largest-register": "mem",
  "postSynthSeqShare": 0.550,
  "ir_worst_vdd_uv": 85.4,
  "cts_buffer_depth": 3,
  "fin_crit_ns": 10.31,
  "fp.dieW_um": 336,
  "ys_seq_elements": 1024,
  "grt-ovfl-total": 0,
  "first_iter_violations": 2881,
  "grt_max_degree": 87,
  "avgViaCountPerCell": 6.21
}
## per-layer routing
layer  track usage  share of wire  wire length, um
met5        0.0196         0.0012              239
met4         0.137          0.046             9010
met3         0.235           0.15            30400
met2         0.529           0.44            86500
met1         0.509           0.36            71200
## worst paths after layout
check,start,to,slack (ns),cells after the start
worst max-delay path,A2[0],RD2[13],5.49,9
worst min-delay path,rst,mem[0][4],2.95,1
## cell families (layout without fill, tap and decap cells)
logic type             after synthesis  in the layout  share of synthesized area
AOI/OAI and AO/OA                  576            576                     0.0702
buffers and inverters              446            469                     0.0390
DFF                               1024           1024                      0.550
muxes                             1024           1024                      0.183
other                                1             41                  0.0000671
and+or+nand+nor                   1534           1534                      0.157
## cell usage in the layout (no fill, tap or decap), types with 2 or more instances in the layout
| cell type | count |
|---|---|
| nor2_1 | 2 |
| a22oi_1 | 192 |
| mux2i_1 | 1024 |
| clkbuf_16 | 117 |
| nand2_1 | 194 |
| a21oi_1 | 192 |
| clkinvlp_4 | 4 |
| inv_6 | 2 |
| nor2_4 | 33 |
| conb_1 | 32 |
| a22o_1 | 128 |
| and2_4 | 2 |
| buf_8 | 2 |
| nand2_2 | 2 |
| nor3_1 | 64 |
| edfxtp_1 | 1024 |
| bufinv_16 | 7 |
| buf_4 | 145 |
| clkdlybuf4s50_1 | 110 |
| nand2b_2 | 4 |
| and2_1 | 992 |
| a31oi_1 | 64 |
| clkinv_2 | 25 |
| or3_1 | 2 |
| buf_12 | 7 |
| nand3_1 | 193 |
| or3b_4 | 2 |
| clkbuf_1 | 16 |
| or2_2 | 33 |
| diode_2 | 9 |
| nand3b_1 | 3 |
| clkinv_1 | 34 |
| nor2b_4 | 4 |
## layout make-up
cell class | count | area, um2 | area share
multi-input combinational | 3166 | 23300 | 0.377
clock buffer | 133 | 2990 | 0.0483
tap | 1488 | 1860 | 0.0301
antenna | 9 | 22.5 | 0.000364
clock inverter | 72 | 510 | 0.00826
sequential | 1024 | 30700 | 0.498
timing repair buffer | 264 | 2360 | 0.0382
## power by group
group	switching, mW	internal (mW)
clock	1.10	1.45
sequential	0.0707	3.14
combinational	0.508	0.284
total	1.68	4.87
## metrics by stage
step,hold slack (ns),instance area (um2),std cells
floorplan,3.36,56000,4636
global placement,3.65,58300,5942
detailed placement,3.65,58300,5942
CTS,2.91,61800,6147
global route,2.92,61800,6148
finish,2.95,61800,6156
Power figures rest on the tool's default switching activity, not on a simulated workload.
