## flow/design.v

```verilog
module  ALU(input [31:0] inp1 , inp2 , input [3:0] sel , output reg [31:0] out , output reg signbit);
    parameter [3:0]  
    A = 4'd3 , B = 4'd6 , C = 4'd0 , D = 4'd1 , E = 4'd4 , F = 4'd5 , G = 4'd2 , H =4'd7 , J = 4'd8
        ,K = 4'd9 , L = 4'd10;
    assign signbit = out[31];
    always@(inp1 , inp2,sel)begin
        signbit = 0;
         case (sel)
            A:  out = inp1 + inp2;
            B: out = inp1-inp2;
            C: out = inp1 & inp2;
            D: out = inp1 | inp2;
            E: out = inp1 << inp2;
            F: out = inp1 ^ inp2;
            G: begin
                if( inp1[31] == inp2[31]) out = (inp2 > inp1) ? 32'd1 : 32'd0;
                else if(inp1[31] == 1) out = 32'd1;
                else out = 32'd0;
            end
            H: signbit = (inp1 == inp2) ? 1 : 0;
            J: begin
                if( inp1[31] == inp2[31]) signbit = (inp2 > inp1) ? 1 : 0;
                else if(inp1[31] == 1) signbit = 1;
                else signbit = 0;
            end
            K:
            begin
                if( inp1[31] == inp2[31]) signbit = (inp2 > inp1) ? 0 : 1;
                else if(inp1[31] == 1) signbit = 0;
                else signbit = 1;
            end
            L:signbit = (inp1 == inp2) ? 0 : 1;
            default: 
                out = 32'b0;
         endcase   
    end
endmodule
```

## flow/run.sh

```bash
#!/bin/bash
# OpenROAD 26Q1-2900-gdf79404cd8, Yosys 0.63+post, stock flow scripts
make -C /OpenROAD-flow-scripts/flow DESIGN_CONFIG=/design/flow/config.mk WORK_HOME=/design/flow/orfs finish
```

## flow/config.mk

```make
export PLATFORM = sky130hd
export DESIGN_NAME = ALU
export DESIGN_NICKNAME = ALU
export VERILOG_FILES = /design/flow/design.v
export SDC_FILE = /design/flow/constraint.sdc
export NUM_CORES = 4
export LEC_CHECK = 1
export CORE_UTILIZATION = 40
```

## flow/constraint.sdc

```tcl
current_design ALU

set clk_period 6.9
set clk_io_pct 0.2

create_clock -name clk0 -period $clk_period

set non_clock_inputs [all_inputs -no_clocks]
set_input_delay [expr $clk_period * $clk_io_pct] -clock clk0 $non_clock_inputs
set_output_delay [expr $clk_period * $clk_io_pct] -clock clk0 [all_outputs]
```

==> impl_results.rst <==
Implementation results
======================

.. list-table::
   :header-rows: 1

   * - Metric
     - Value
   * - Share of the synthesized area in the top cell type
     - 17.6%
   * - Synth Warn #
     - 2
   * - Biggest area consumer among synthesized cells
     - ha_1
   * - Area of the synthesized netlist per yosys stat
     - around 7400 sq um
   * - Error that halted the flow
     - ERROR: Found 1 problems in 'check -assert'.
   * - Outcome
     - did not finish
   * - Post-synth EDFFs
     - 0
   * - FFs w/ async S/R, synth
     - 0%
   * - Number of cell instances after yosys synthesis
     - 1,048
   * - Most popular library cell in the synthesized design by count
     - a21oi_1
   * - Register bit count reported by yosys
     - 32
   * - Failing step
     - 1_2_yosys
   * - Most instantiated flip-flop cell in the synthesis netlist
     - dlxtn_1
   * - Cells taking the most area after synthesis
     - ha_1 18%, a21oi_1 7.3%, dlxtn_1 6.5%, mux4_2 6.0%, mux2i_1 5.0%
   * - Number of distinct standard cells referenced by the synthesized netlist
     - 84
   * - Post-synth top cells
     - 108 x a21oi_1, 105 x ha_1, 90 x nor2_1
[cells by family after synthesis]
kind of cell | count (synthesis) | synth area share (%)
simple gates | 319 | 20.9
compound gates | 357 | 33.0
latches | 32 | 6.45
fa+ha+maj | 107 | 18.2
mux | 58 | 11.2
xor+xnor | 8 | 0.941
buf+inv | 167 | 9.39
