==> ./design.v <==
module mux32_4to1(input [31:0] in1,in2,in3,in4,input [1:0] sel,output reg [31:0] out);
	always@(in1,in2,in3,in4,sel)begin
		case(sel)
			2'b00: out = in1;
			2'b01: out = in2;
			2'b10: out = in3;
			2'b11: out = in4;
			default:
				out = 32'b0;
		endcase
	end
endmodule
==> ./run.sh <==
#!/bin/bash
# OpenROAD 26Q1-2900-gdf79404cd8, Yosys 0.63+post, stock flow scripts
make -C /OpenROAD-flow-scripts/flow DESIGN_CONFIG=/design/flow/config.mk WORK_HOME=/design/flow/orfs finish
==> ./config.mk <==
export PLATFORM = sky130hd
export DESIGN_NAME = mux32_4to1
export DESIGN_NICKNAME = mux32_4to1
export VERILOG_FILES = /design/flow/design.v
export SDC_FILE = /design/flow/constraint.sdc
export NUM_CORES = 4
export LEC_CHECK = 1
export CORE_AREA = 10 10 76 76
export DIE_AREA = 0 0 86 86
==> ./constraint.sdc <==
current_design mux32_4to1

set clk_period 1.1
set clk_io_pct 0.2

create_clock -name clk0 -period $clk_period

set non_clock_inputs [all_inputs -no_clocks]
set_input_delay [expr $clk_period * $clk_io_pct] -clock clk0 $non_clock_inputs
set_output_delay [expr $clk_period * $clk_io_pct] -clock clk0 [all_outputs]
==> run summary <==
run metrics: CP most frequent cell buf_12, core area 0.004115 mm2, share of cells above drive strength 1 about two fifths, synthesis-to-layout area growth 186.0%, Crit-path slowest cell mux4_2, Unique cell types 5, first-pass GRT wire length about 8900 um, routed vias/inst 4.641, total global-route track usage 16.07%, Rows 23, CP Cell Sequence buf_12 -> buf_12 -> buf_6 -> mux4_2 -> buf_2, Critical Path RT between 0.8 and 0.9 ns, Arr. time, crit path 1.17 ns, CP Class primary input to output pin, Peak VDD IR around 0.00015 V, Synth Instances 39, mapped cell area about 810 um2, Vias 1202, 1st-iter DRT viols 53, antenna violations before repair 0, Hold WC Path Type primary input to output pin, grt total ovfl 0, Setup WS pre-CTS -0.8491 ns, status finished, violations left, Reg area 0 um2, WL final ~6000 um, IO Port Bufs approximately 160, final worst path period share 126.4%, yosys stat area 814.5 um2, CP top delay family multiplexers, FP Util 19.79%, Final Util 56.61%, DRT antenna net count 0, actual slew at the worst max-slew pin 0.1014 ns, endpoints failing hold 0, pwr dens 331.1 mW/mm2, Power Total 771.3 uW, Max-slew headroom between 90% and 100%, failing checks negative setup slack, Synth Warn # 1, Pleak 0.001154 uW, RSZ-0062 raised after global routing yes, die height about 86 um, largest net degree at the start of global routing 17, Slew Viols, Final 0, # diodes 0, largest fanout on the critical path 8, CTS Hold Bufs 0, Log Warnings 36, Placer Congestion roughly 0.88, Setup Viol. Count Final 32, clkbuf count 0, ys cells 39, vias in the first global route 1412, Critical Path Start Type primary input, Crit. End Element output pin, chip area 0.007396 mm2, fin crit period 1.391 ns, wire per inst between 20 and 25 um, Remaining DRCs 0, Max-Cap Viols 0, dpl hpwl 5275 um, crit-path max cell delay 0.49 ns, Avg Cell Area, Syn 20.89 um2, Die X 86 um, DR pass1 iterations 4, flop count 0, Top Ports 162, PnR worst setup slack -0.2908 ns, f_max 719.0 MHz, CP bufs+invs 4, register area share after synthesis 0%
-- area by class of cell --
cell class	instances	area, um2
well taps	50	62.56
multi-input cells	32	720.7
fillers	389	1785
repair buffers	177	1546
-- cell usage in the layout (no fill, tap or decap), drive strengths merged --
cell | Yosys | layout
mux4 | 32 | 32
dlygate4sd2 | 0 | 126
dlymetal6s2s | 0 | 2
bufbuf | 0 | 1
buf | 7 | 48
-- cells in the mapped netlist, drive strengths merged --
| master | n | area, um2 |
|---|---|---|
| mux4 | 32 | 728.2 |
| buf | 7 | 86.33 |
-- cell families (layout without fill, tap and decap cells) --
group    count (synthesis)  count (layout)  synth area share, %
buf+inv                  7             177                10.60
mux                     32              32                89.40
-- worst paths after layout --
kind / start / endpoint / slack, ns / cells past startpoint
setup / recovery: sel[0] / out[7] / -0.29 / 5
hold / removal: in3[26] / out[26] / 0.82 / 3
-- report_power, final --
group	internal (uW)	leakage (uW)	total, uW	switching [uW]
Clock	0	0	0	0
Combinational	576	0.00115	771	195
Sequential	0	0	0	0
-- tightest hold or removal path, stage by stage --
cell and delay (ns):
dlymetal6s2s_1 0.08, mux4_2 0.21, buf_2 0.09
-- what timing repair did --
item                       4_1_cts  5_1_grt
gates resized                  243        2
setup endpoints to repair       32       32
gates cloned                     3        0
buffers inserted                 7        1
-- layer usage --
metal	part of all wire, %	track usage [%]
met5	0	0
met4	0	0
met3	13	7.722
met2	54	29.34
met1	33	17.40
-- per-stage QoR --
step                instances  TNS, ns  hold slack [ns]  instance area (um2)
floorplan                  39  -0.9485           0.5264                823.3
global placement          248   -26.29            1.341                 2475
detailed placement        248   -26.48            1.345                 2475
CTS                       258   -7.611           0.9280                 2317
global route              259   -8.534           0.8619                 2330
finish                    259   -7.326           0.8176                 2330
Power figures rest on the tool's default switching activity, not on a simulated workload.
